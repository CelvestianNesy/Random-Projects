[design.v]
module registerCluster(input logic [2:0] regEnable,movEnable,input logic [7:0] regIN,input logic clk,output logic [4:0][7:0] databus_ALU,output logic [7:0] databus_REGmove);
logic [4:0][7:0] regM;
logic nothing;
always_ff@(posedge clk)
begin
case(regEnable)
	3'b001: regM[0] <= regIN;
	3'b010: regM[1] <= regIN;
	3'b011: regM[2] <= regIN;
	3'b100: regM[3] <= regIN;
	3'b101: regM[4] <= regIN;
	default: nothing <= 0;
endcase
case(movEnable)
	3'b001: databus_REGmove <= regM[0];
	3'b010: databus_REGmove <= regM[1];
	3'b011: databus_REGmove <= regM[2];
	3'b100: databus_REGmove <= regM[3];
	3'b101: databus_REGmove <= regM[4];
	default: nothing <= 0;
	endcase
	databus_ALU <= regM;
end
endmodule
module ADRmodeMemoryJunction(input logic [1:0] ADRMODE,input logic clk,input logic [7:0] memoryToReg,RegToReg,ALU_to_REG,output logic [7:0] content_OUT);  
always_ff@(negedge clk) 
begin
	case(ADRMODE)
	2'b01:
		begin
		content_OUT <= memoryToReg;
		end
	2'b10:
		begin
		content_OUT <= RegToReg;
		end
	2'b11:	
		begin
	        content_OUT <= ALU_to_REG;
		end
	default:
		begin
		content_OUT <= 0;
		end
	endcase
end
endmodule
module registerUnit(input logic clk,input logic [1:0] ADRMODE,input logic [2:0] regWriteTo,movEnable, input logic [7:0] ALU_to_REG,input logic [7:0] memoryToReg,output logic [4:0][7:0] databus_ALU);
logic [7:0] selectedMemoryLane;
logic [7:0] databus_REGmove;
ADRmodeMemoryJunction memoryJunction(ADRMODE, clk  ,memoryToReg,databus_REGmove,ALU_to_REG,   selectedMemoryLane);
registerCluster registerCollection( regWriteTo,movEnable,selectedMemoryLane,clk,  databus_ALU,databus_REGmove);
endmodule
module memoryUnit(input logic clk,input logic [2:0] memorySelect,output logic [7:0] MEM_OUT);   
always_ff@(posedge clk) 
	begin
	case(memorySelect)
		3'b000: MEM_OUT <= 0;
		3'b001: MEM_OUT <= 1;
		3'b010: MEM_OUT <= 2;
		3'b011: MEM_OUT <= 3;
		3'b100: MEM_OUT <= 4;
		3'b101: MEM_OUT <= 5;
		3'b110: MEM_OUT <= 6;
		3'b111: MEM_OUT <= 7;
		default: MEM_OUT <= 0;
		endcase
	end
endmodule
module MemoryComplex(input logic clk,input logic [1:0] ADRMODE,input logic [2:0] memorySelect,MoveTo,movFrom, input logic [7:0] ALU_to_REG,output logic [4:0][7:0] databus_ALU);  
logic [7:0] MEM_OUT;
logic [7:0] memoryToReg;
memoryUnit ReadOnlyMemory(clk,memorySelect,memoryToReg);
registerUnit registerModule(clk,ADRMODE,MoveTo,movFrom,ALU_to_REG,memoryToReg,databus_ALU);
endmodule
module registerController(input logic clk,input logic [1:0] ADRMODE,input logic [2:0] OPCODE,memorySelect,MoveTo,movFrom,output logic [2:0] memorySelectOUT,MoveToOUT,movFromOUT,output logic [1:0] ADRMODE_OUT);
int delay;
always_comb
	begin
	if (OPCODE == 3'b001)  
		begin
		memorySelectOUT = memorySelect;
		ADRMODE_OUT = ADRMODE;
		movFromOUT = movFrom;
		MoveToOUT = MoveTo;
		end
	else if (OPCODE == 3'b010 | OPCODE == 3'b011 | OPCODE == 3'b100 | OPCODE == 3'b101)
		begin
		memorySelectOUT = 0;
		MoveToOUT = memorySelect;  
		movFromOUT = 0;
		ADRMODE_OUT = 2'b11;   
		end
	else
		begin
		memorySelectOUT = 0;
		ADRMODE_OUT = 0;
		movFromOUT = 0;
		MoveToOUT = 0;
		end
	end
endmodule
module operandSelector(input logic clk,input wire [4:0][7:0] databus_ALU,input logic [2:0] OPSELECT0,OPSELECT1,output logic [1:0][7:0] arithmeticOP);  
logic nothing;
always@(clk)
	begin
	case(OPSELECT0)
		3'b001: arithmeticOP[0] <= databus_ALU[0];
		3'b010: arithmeticOP[0] <= databus_ALU[1];
		3'b011: arithmeticOP[0] <= databus_ALU[2];
		3'b100: arithmeticOP[0] <= databus_ALU[3];
		3'b101: arithmeticOP[0] <= databus_ALU[4];
		default arithmeticOP <= 0;
	endcase
	case(OPSELECT1)
		3'b001: arithmeticOP[1] <= databus_ALU[0];
		3'b010: arithmeticOP[1] <= databus_ALU[1];
		3'b011: arithmeticOP[1] <= databus_ALU[2];
		3'b100: arithmeticOP[1] <= databus_ALU[3];
		3'b101: arithmeticOP[1] <= databus_ALU[4];
		default arithmeticOP <= 0;
	endcase
	end
endmodule
module ALU(input logic [2:0] OPCODE,input logic clk,input wire [1:0][7:0] ArithmeticOP, output logic [7:0] ALU_to_REG);  
always_ff@(posedge clk)
	begin
	case(OPCODE)
		3'b010:  
			begin
			ALU_to_REG <= ArithmeticOP[0] + ArithmeticOP[1];
			end
		3'b011: 
			begin
			ALU_to_REG <= ArithmeticOP[0] - ArithmeticOP[1];
			end
		3'b100: 
			begin
			ALU_to_REG <= ArithmeticOP[0] | ArithmeticOP[1];
			end
		3'b101: 
			begin
			ALU_to_REG <= ArithmeticOP[0] & ArithmeticOP[1];
			end
		default: ALU_to_REG <= 0;
	endcase
	end
endmodule
module cmpHandler(input logic [2:0] OPCODE,input logic [7:0] REG_A, REG_B, output logic [2:0] status);  
always_comb
begin	
	status = 0;
if (OPCODE == 3'b110)
begin
	if (REG_A == REG_B)
	begin
		status[0] = 1;
	end
	else
	begin
		status[0] = 0;
	end	
	if (REG_A >= REG_B)
	begin
		status[1] = 1;
	end
	else	
	begin
		status[1] = 0;
	end
	if (REG_A > REG_B)
	begin
		status[2] = 1;
	end
	else	
	begin
		status[2] = 0;
	end
end
end
endmodule
module statusRegister(input logic [2:0] statusFlag,input logic clk,input logic [2:0] OPCODE,output logic [2:0] statusStore);
always_ff@(posedge clk)
begin
if (OPCODE == 3'b110)
	begin
	statusStore <= statusFlag;
	end
end 
endmodule
module controlUNIT(input logic [31:0] instructionInput,input wire [4:0][7:0] databus_ALU,input logic clk,output logic [2:0] memorySelectOUT,MoveToOUT,movFromOUT,output logic [1:0] ADRMODE_OUT,output logic [1:0][7:0] arithmeticOP_OUT,output logic [2:0] OPCODE);
logic [1:0][7:0] arithmeticOP;
assign arithmeticOP_OUT = arithmeticOP;
assign OPCODE = instructionInput[31:29];
registerController regManager(clk,instructionInput[28:27],instructionInput[31:29],instructionInput[26:24],instructionInput[23:21],instructionInput[20:18],memorySelectOUT,MoveToOUT,movFromOUT,ADRMODE_OUT);
operandSelector opSelect(clk,databus_ALU,instructionInput[23:21],instructionInput[20:18],arithmeticOP);
endmodule
module instructionPUSHER(input logic clk,input logic [2:0] status,output logic [31:0] instruction);
int instructionPointer;
logic [31:0] instructionInternal;
int cycles;
always_comb
begin
	case(instructionPointer)
	1: instructionInternal = 32'b001_01_111_001_000_000000000000000000;  
	2: instructionInternal = 32'b001_10_000_010_001_000000000000000000;  
	3: instructionInternal = 32'b001_10_000_011_010_000000000000000000;  
	4: instructionInternal = 32'b001_01_001_100_000_000000000000000000;  
	5: instructionInternal = 32'b001_10_000_101_100_000000000000000000;  
	default: instructionInternal = 0;
	endcase
end
always_ff@(posedge clk)
begin
cycles <= cycles + 1;
instruction <= instructionInternal;
if (instruction[31:29] == 3'b001 && cycles == 6 )
	begin
	cycles <= 0;
	instructionPointer <= instructionPointer + 1;
	end
else if (instruction[31:29] == 3'b010 && cycles == 2)
	begin
	cycles <= 0;
	instructionPointer <= instructionPointer + 1;	
	end
else if (instruction[31:29] == 3'b011 && cycles == 2)
	begin
	cycles <= 0;
	instructionPointer <= instructionPointer + 1;	
	end
else if (instruction[31:29] == 3'b100 && cycles == 2)
	begin
	cycles <= 0;
	instructionPointer <= instructionPointer + 1;	
	end
else if (instruction[31:29] == 3'b101 && cycles == 2)
	begin
	cycles <= 0;
	instructionPointer <= instructionPointer + 1;	
	end
else if (instruction[31:29] == 3'b110 && cycles == 3)
	begin
	cycles <= 0;
	instructionPointer <= instructionPointer + 1;	
	end 
else if (instruction[31:29] == 3'b000 && cycles == 1)
	begin
	cycles <= 0;
	instructionPointer <= instructionPointer + 1;	
	end
else if (instruction[31:29] == 3'b111 && cycles >= 3)
	begin
	cycles <= 0;
	case(instruction[28:26])	
	3'b001:
		begin
		if (status[0] == 1)
			begin
			instructionPointer <= instructionInternal[25:0];
			end
		else
			begin
			instructionPointer <= instructionPointer + 1;
			end		
		end
	3'b010:
		begin
			if (status[1] == 1)
			begin
			instructionPointer <= instructionInternal[25:0];
			end
		else
			begin
			instructionPointer <= instructionPointer + 1;
			end		
		end
	3'b100:
		begin
			if (status[2] == 1)
			begin
			instructionPointer <= instructionInternal[25:0];
			end
		else
			begin
			instructionPointer <= instructionPointer + 1;
			end		
		end
	default:  instructionPointer <= instructionInternal[25:0];
	endcase
	end
	else
		begin
		end
end
endmodule
module microprocessorF(input logic clk,output logic [3:0] REGdisplay0,REGdisplay1,REGdisplay2,REGdisplay3,REGdisplay4, output logic  [2:0] OPCODEDISPLAY);
logic [4:0][7:0] databus_ALU;
logic [2:0] memorySelectOUT,MoveToOUT,movFromOUT;
logic [7:0] ALU_to_REG;
logic [1:0] ADRMODE;
logic [1:0][7:0] registerSelectOPERANDS;
logic [2:0] statusCable;
logic [31:0] instructionInput;
logic [2:0] statusReg;
logic [2:0] ALUCONTROL;
assign REGdisplay0 = databus_ALU[0][3:0];
assign REGdisplay1 = databus_ALU[1][3:0];
assign REGdisplay2 = databus_ALU[2][3:0];
assign REGdisplay3 = databus_ALU[3][3:0];
assign REGdisplay4 = databus_ALU[4][3:0];
instructionPUSHER mainProgram(clk,statusReg,instructionInput);
cmpHandler cmpFlagProvider(instructionInput[31:29],registerSelectOPERANDS[0],registerSelectOPERANDS[1],statusCable);
statusRegister statusFlagREG(statusCable,clk,instructionInput[31:29],statusReg);
controlUNIT mcontrolunit(instructionInput,databus_ALU,clk,memorySelectOUT,MoveToOUT,movFromOUT,ADRMODE,registerSelectOPERANDS,ALUCONTROL);
ALU ALU_UNIT(ALUCONTROL,clk,registerSelectOPERANDS,ALU_to_REG);
MemoryComplex memoryManegmentUnit(clk,ADRMODE,memorySelectOUT,MoveToOUT,movFromOUT,ALU_to_REG,databus_ALU);
assign OPCODEDISPLAY = instructionInput[31:29];
endmodule
[run.sh]
#!/bin/bash
# OpenROAD 26Q1-2900-gdf79404cd8, Yosys 0.63+post, stock flow scripts
make -C /OpenROAD-flow-scripts/flow DESIGN_CONFIG=/design/flow/config.mk WORK_HOME=/design/flow/orfs finish
[config.mk]
export PLATFORM = sky130hd
export DESIGN_NAME = microprocessorF
export DESIGN_NICKNAME = microprocessorF
export VERILOG_FILES = /design/flow/design.v
export SDC_FILE = /design/flow/constraint.sdc
export NUM_CORES = 4
export LEC_CHECK = 1
export CORE_UTILIZATION = 40
[constraint.sdc]
current_design microprocessorF

set clk_period 4.6
set clk_io_pct 0.2

create_clock -name clk0 -period $clk_period [get_ports {clk}]

set non_clock_inputs [all_inputs -no_clocks]
set_input_delay [expr $clk_period * $clk_io_pct] -clock clk0 $non_clock_inputs
set_output_delay [expr $clk_period * $clk_io_pct] -clock clk0 [all_outputs]
==> GITHUB_STEP_SUMMARY <==
### Yosys + OpenROAD results

| Metric | Value |
|---|---|
| # clock sinks | 124 |
| Die H | 113 microns |
| Startpoint types | register |
| TritonCTS buffer count | 17 |
| #FFs+latches synth | 124 |
| Crit Path Class | register to register |
| Post-DP HPWL | 5.52 mm |
| Vias in the first global route | 2994 |
| Clk latency late pin | 0.43 ns |
| Diodes inserted | 0 |
| Synth Area per Inst | 11.7 sq um |
| Pwr dens | 416 nW/um^2 |
| # rows | 40 |
| Root Driver | clkbuf_16 |
| # setup viols final | 0 |
| Max Transition Viols Final | 0 |
| DRT Pass-1 Iters | 4 |
| Pin count of the biggest net entering global routing | 37 |
| CTS tree | done |
| Initial antenna violation count | 0 |
| Die W | 113 microns |
| Clock skew | 0.0333 ns |
| Initial core utilization | 41.1% |
| Required @ worst endpoint | 2.62 ns |
| Status | completed |
| CP endpoint kind | register |
| Seq/Total Area, Yosys | 61.7% |
| Starting DRT DRC Count | 103 |
| Number of fill cells | 1056 |
| Max VDD drop | 250 uV |
| Placed cell count | 579 |
| # IOs | 24 |
| Hold Crit Class | register to register |
| Final wirelength | 8.32 mm |
| Layout area overhead | 19.3% |
| Share of cells above drive strength 1 | 7.92% |
| RD Place Congestion | 0.811 |
| Non-Filler Instances | 614 |
| Accumulated negative setup slack | 0 ns |
| CTS-repair resized insts | 0 |
| Die area | 12800 sq um |
| Leakage | 2.25 nW |
| DR vias/cell | 5.02 |
| Synth warnings | 9 |
| CTS clk-pin slew, worst paths | 0.05 ns |
| Post-DRT Antenna Nets | 0 |
| Final hold violation count | 0 |
| Highest routed layer | met4 |
| Worst-Margin Slew | 0.814 ns |
| Number of I/O port buffers | 21 |
| Max_slew headroom | 45.3% |
| Mapped cell area | 4930 sq um |
| Tool warnings | 35 |
| Cts hold-fix bufs | 0 |
| Distinct cells, synth | 40 |
| Metal3 WL | 461 microns |
| WL met1 | 3.96 mm |
| Grt ovf | 0 |
| Mean routed wirelength per cell | 13.5 microns |
| First-pass GRT wire length | 14.0 mm |
| Post-CTS Repair Setup Buffers | 0 |
| Yosys chip area | 4930 sq um |
| Clock Path Buffers | 2 |
| Worst EP arrival | 1.57 ns |
| Core Area | 12000 sq um |
| Via Count | 3080 |
| Largest driver fanout on the critical path | 11 |
| CTS H-tree lvls | 4 |
| Cells after Synth | 420 |
| Global Route Usage Sum | 14.5% |
| Max capacitance violation total | 0 |
| DRC Markers | 0 |
| RSZ-0062 raised after global routing | false |
| Yosys stat cell total | 420 |
| Met2 WL | 3.79 mm |
## cell type report
type | count | area, sq um | area share (%)
clock inverter | 11 | 88.8 | 1.51
clock buffer | 25 | 518 | 8.80
tap | 147 | 184 | 3.13
multi-input combinational | 268 | 1770 | 30.1
inverter | 17 | 63.8 | 1.08
timing repair buffer | 22 | 218 | 3.70
sequential | 124 | 3040 | 51.7
## worst max-delay path, cell delays in order (launching register included)
cell	delay, ns
dfxtp_1	0.52
nand2_1	0.16
ha_1	0.27
a22oi_1	0.18
nor2_1	0.05
## power by group
part	internal (mW)	switching [mW]
Sequential	1.14	0
Combinational	0	0.0000239
Clock	0.843	0.462
Total	1.99	0.462
## cells in the mapped netlist
cell	n	area (sq um)
conb_1	1	3.75
nor3_1	23	115
nand3_1	25	125
a22oi_1	5	37.5
nand3_2	1	10.0
and3b_1	2	17.5
nor2b_1	2	12.5
o21a_1	1	7.51
nor4_4	1	21.3
nand4_2	1	12.5
nor4_2	2	25.0
a31oi_1	1	6.26
xor2_1	28	245
dfxtp_1	68	1360
or4_4	1	11.3
nor4_1	14	87.6
xnor2_1	32	280
a2111oi_0	2	17.5
o21ai_0	4	20.0
inv_1	18	67.6
o21ai_1	1	5.00
buf_2	1	5.00
or2_2	1	6.26
ha_1	9	113
and2_1	2	12.5
buf_4	3	22.5
buf_6	1	11.3
nand4_1	19	119
o22a_1	4	35.0
nand2b_1	3	18.8
or4_1	1	7.51
clkbuf_1	6	22.5
nor3b_1	2	15.0
edfxtp_1	56	1680
nand2_1	29	109
mux2i_1	5	50.1
and4_1	5	43.8
a21oi_1	4	20.0
and3_1	6	37.5
nor2_1	30	113
## cell usage in the layout, fill, tap and decap left out, types with 4 or more instances in the layout
master and n:
nand2_1 29, o21ai_0 4, dfxtp_1 68, xnor2_1 32, edfxtp_1 56, clkbuf_1 4, a21oi_1 4, clkdlybuf4s50_1 21
xor2_1 28, mux2i_1 5, and3_1 6, inv_1 21, nor4_1 14, nand3_1 25, and4_1 5, nor3_1 22
ha_1 9, clkbuf_16 19, a22oi_1 5, nor2_1 30, o22a_1 4, nand4_1 19
## logic make-up (layout without fill, tap and decap cells)
| family | count (synthesis) | in the layout | synth area share [%] |
|---|---|---|---|
| multiplexers | 5 | 5 | 1.01 |
| AND-OR/OR-AND | 22 | 22 | 3.02 |
| AND/OR/NAND/NOR | 170 | 170 | 18.6 |
| other | 1 | 2 | 0.0760 |
| flip-flops | 124 | 124 | 61.7 |
| adder cells (fa/ha/maj) | 9 | 9 | 2.28 |
| buffers and inverters | 29 | 75 | 2.61 |
| XOR/XNOR | 60 | 60 | 10.7 |
## per-stage QoR
step	setup WS, ns	total power [mW]	hold slack (ns)	utilization (%)	area, sq um
after floorplan	0.909	1.17	0.347	-	4940
final	1.05	2.45	0.370	49.0	5880
after global routing	0.931	2.52	0.385	49.0	5880
after global placement	1.07	1.17	0.358	44.0	5280
after CTS	1.02	2.47	0.370	49.0	5880
after detailed placement	0.999	1.17	0.357	44.0	5280
## path summary, 6_finish.rpt
check / from / end / slack (ns) / cells after the start
max reg2reg: mainProgram.instruction[29] / register / 1.05 / 4
min: register / register / 0.37 / 0
max: mainProgram.instruction[29] / register / 1.05 / 4
min reg2reg: register / register / 0.37 / 0
## layer usage
metal	global-route usage [%]	up-vias
li1	-	1566
met1	21.6	1436
met2	22.0	67
met3	5.13	11
met4	2.19	0
met5	0	-
Power figures rest on the tool's default switching activity, not on a simulated workload.
